## design/flow/design.v

```verilog
`timescale 1ns / 1ps
module Clock_Enable(
	input clk,			 
	input btnU,			 
	input btnC,			 
	output reg enable);	 
reg enable_one_hz = 0;
reg enable_four_hz = 0;
reg [26:0] counter_1 = 0;
reg [24:0] counter_2 = 0;
always @(posedge clk)
begin
    counter_1 = btnC == 0 ? counter_1 + 1 : counter_1;
	enable_one_hz = counter_1 % 4 == 0 ? 1'b1 : 1'b0;  
	counter_2 = btnC == 0 ? counter_2 + 1 : counter_2;
    enable_four_hz = counter_2 == 0 ? 1'b1 : 1'b1;  
    if(btnU == 0 && btnC == 0)  
    begin
        counter_2 = 0;  
        enable <= enable_one_hz == 1 ? 1'b1 : 1'b0;
    end
    else if(btnU == 1 && btnC == 0)  
    begin
        counter_1 = 0;  
        enable <= enable_four_hz == 1 ? 1'b1 : 1'b0;
    end    
    else if(btnC == 1)  
    begin
        enable <= 1'b0;
    end    
end
endmodule
```

## design/flow/run.sh

```bash
#!/bin/bash
# OpenROAD 26Q1-2900-gdf79404cd8, Yosys 0.63+post, stock flow scripts
make -C /OpenROAD-flow-scripts/flow DESIGN_CONFIG=/design/flow/config.mk WORK_HOME=/design/flow/orfs finish
```

## design/flow/config.mk

```make
export PLATFORM = sky130hd
export DESIGN_NAME = Clock_Enable
export DESIGN_NICKNAME = Clock_Enable
export VERILOG_FILES = /design/flow/design.v
export SDC_FILE = /design/flow/constraint.sdc
export NUM_CORES = 4
export LEC_CHECK = 1
export CORE_AREA = 10 10 70 70
export DIE_AREA = 0 0 80 80
```

## design/flow/constraint.sdc

```tcl
current_design Clock_Enable

set clk_period 1.1
set clk_io_pct 0.2

create_clock -name clk0 -period $clk_period [get_ports {clk}]

set non_clock_inputs [all_inputs -no_clocks]
set_input_delay [expr $clk_period * $clk_io_pct] -clock clk0 $non_clock_inputs
set_output_delay [expr $clk_period * $clk_io_pct] -clock clk0 [all_outputs]
```

==> ci_impl_report.md <==
### Flow metrics

| Metric | Value |
|---|---|
| # IOs | 4 |
| Initial Utilization | 4.40% |
| Final Hold Viols | 0 |
| Reg2reg path depth | 3 |
| Gr ovfl total | 0 |
| Starting DRC count in detailed routing | 13 |
| Placer congestion estimate | 0.638 |
| Die area | 6400 µm² |
| Final worst slack | 44.1 ps |
| Launch point of the worst reg-to-reg path | counter_1[0] |
| Period Utilization, post-route | 96.0% |
| Longest Clk Path Bufs | 2 |
| Sequential-to-total area share from yosys stat | 46.7% |
| Min Clock Period, post-route | 1060 ps |
| R2R Setup Slk | 40 ps |
| CTS Hold Bufs | 0 |
| Placed insts | 64 |
| Die height | 80 µm |
| Setup crit start kind | register |
| Worst Hold End | counter_1[0] |
| Setup TNS | 0 ps |
| Pwr Density | 1500 nW/µm² |
| Vias in the first global route | 111 |
| Synthesized area | 150 µm² |
| Cell variety after synth | 12 |
| Hold Startpoint | btnC |
| Tool Warnings | 25 |
| Type of destination of the critical path | register |
| Num rows | 21 |
| CP max FO | 4 |
| Placed instance area | 245 µm² |
| Clk slew on worst S/H paths | 40 ps |
| GRT Total Usage | 1.04% |
| Post-synth top cells | dfxtp_1 (2), nor2b_1 (2) |
| Post-layout power | 423 µW |
| Main flop type | dfxtp_1 |
| Unrepaired setup endpoints after global routing | false |
| X dimension of the die | 80 µm |
| Yosys warns | 1 |
| Crit Path Category | reg2reg |
| First-pass iteration count of the detailed router | 2 |
| Cell taking the most area after synthesis | dfxtp_1 |
| EDFF count, synth | 1 |
| Via count | 120 |
| Clock latency (worst-skew pair) | 230 ps |
| Mean Syn Cell Area | 10.7 µm² |
| Worst R2R End | enable |
| Final WL | 335 µm |
| Total core area | 3420 µm² |
| Hold path cells | 3 |
| Fin area | 282 µm² |
| Ys async rst share | 0% |
| Status | finished clean |
| First-pass GRT wire length | 483 µm |
| Drc violations | 0 |
| Cell at the slowest stage of the critical path | dfxtp_1 |
| CTS Buf Count | 3 |
| WP data arrival | 1110 ps |
| Leak | 0.0975 nW |
| Yosys chip area | 150 µm² |
| DRT antenna net count | 0 |
| Maximum VDD drop | 0.230 mV |
| Max Freq | 947 MHz |
| H-tree depth | 1 |
| Max-capacitance violation count | 0 |
| Postcts setup bufs | 0 |
| Final worst clock skew | 0.985 ps |
| Root buffer cell | clkbuf_4 |
| Routed len/inst | 4.93 µm |
| Number of buffers added on ports | 3 |
| Final Max Slew Viols | 0 |
| Mapped Cells | 14 |
| P&R area growth vs syn | 87.5% |
| Clock sink count | 3 |
| CP Cell Sequence | ha_4 > nand2b_2 > o32ai_1 |
| Antenna diodes | 0 |
| Synth area leaders | dfxtp_1 (27%), edfxtp_1 (20%), ha_1 (8.3%) |
| DR vias/cell | 1.76 |
| Dpl ws | -335 ps |
| Critical Path RT | 1160 ps |
| Initial antenna violation count | 0 |
| Setup violators final | 0 |
| Pin count of the biggest net entering global routing | 6 |
| Yosys cell count | 14 |
| Hold crit path type | in2reg |
| CTS tree | yes |
| Max-area cell share | 26.7% |
| Critical Path Max Stage Delay | 340 ps |
| Ys flops | 3 |
| Final std cells w/o fill | 68 |
| Layout cells sized above 1 | 31.8% |
[sequential cells by signal (all words and copies together) (netlist names)]
name and cells:
enable 1, counter_1 2
[final cells by class]
type / count / area, µm²
flip-flops and latches: 3 / 70.1
repair buffers: 4 / 35.0
inverters: 1 / 3.75
fillers: 413 / 3130
well taps: 46 / 57.6
multi-input cells: 10 / 88.8
clock buffers: 4 / 26.3
[cell families after synthesis]
logic type                 after synthesis  synth area share (%)
AOI/OAI and AO/OA                        2                  12.5
adders and majority gates                1                  8.33
buffers and inverters                    1                  2.50
DFF                                      3                  46.7
other                                    1                  2.50
and+or+nand+nor                          6                  27.5
[how the worst max path moves through the flow]
| stage | from | end | slack (ps) | cells after the start |
|---|---|---|---|---|
| final | counter_1[0] | enable | 40 | 3 |
| after global routing | counter_1[0] | enable | 3 | 3 |
| after CTS | counter_1[0] | enable | 30 | 3 |
[metal layers]
layer  global-route usage [%]  up-vias  part of all wire, %
li1                         -       65                    -
met2                    0.642        8                   19
met1                     1.33       45                   50
met4                    0.352        0                  1.2
met5                        0        -                    0
met3                     1.70        2                   30
[per-stage QoR]
step / util [%] / hold slack, ps
2_1_floorplan: - / 360
3_3_place_gp: 7.18 / 515
3_5_place_dp: 7.18 / 546
4_1_cts: 8.24 / 485
5_1_grt: 8.24 / 506
6_report: 8.24 / 491
[where the power goes]
group	total, mW	switching, mW	internal, mW
combinational	0.0700	0.0251	0.0449
sequential	0.155	0.0187	0.137
clock	0.197	0.0612	0.136
total	0.423	0.105	0.318
[layout by cell type, fill, tap and decap left out]
master / Yosys / routed
a221o_1: 1 / 1
buf_4: 0 / 1
clkbuf_1: 0 / 1
clkbuf_4: 0 / 3
clkdlybuf4s50_1: 0 / 1
conb_1: 1 / 1
dfxtp_1: 2 / 2
dlygate4sd2_1: 0 / 2
edfxtp_1: 1 / 1
ha_4: 0 / 1
inv_1: 1 / 1
nand2b_2: 1 / 1
nor2b_1: 2 / 2
nor3_1: 1 / 1
nor4b_1: 1 / 1
o32ai_1: 1 / 1
or2_2: 1 / 1
[worst max-delay path: cells and delay by family (launching register included)]
kind	cells	cell delay, ps
DFF	1	340
adders and majority gates	1	280
AOI/OAI and AO/OA	1	210
and+or+nand+nor	1	50
[timing repair]
item	CTS	global route
gates resized	3	0
hold endpoints to repair	0	0
setup endpoints to repair	3	0
Power and IR drop assume default switching activity.
