===== constraint.sdc =====
current_design Get_MEM

set clk_period 2.9
set clk_io_pct 0.2

create_clock -name clk0 -period $clk_period [get_ports {clk}]

set non_clock_inputs [all_inputs -no_clocks]
set_input_delay [expr $clk_period * $clk_io_pct] -clock clk0 $non_clock_inputs
set_output_delay [expr $clk_period * $clk_io_pct] -clock clk0 [all_outputs]

===== run.sh =====
#!/bin/bash
# OpenROAD 26Q1-2900-gdf79404cd8, Yosys 0.63+post, stock flow scripts
make -C /OpenROAD-flow-scripts/flow DESIGN_CONFIG=/design/flow/config.mk WORK_HOME=/design/flow/orfs finish

===== config.mk =====
export PLATFORM = sky130hd
export DESIGN_NAME = Get_MEM
export DESIGN_NICKNAME = Get_MEM
export VERILOG_FILES = /design/flow/design.v
export SDC_FILE = /design/flow/constraint.sdc
export NUM_CORES = 4
export LEC_CHECK = 1
export CORE_UTILIZATION = 50
export SYNTH_MEMORY_MAX_BITS = 65536

===== design.v =====
`timescale 1ns / 1ps
module Get_MEM(
    input clk,					 
	input enable,				 
	output reg [31:0] data,			 
    output reg upper_lower);      	 
reg [31:0] INSTR_MEM [0:127];
reg [31:0] DATA_CONST_MEM [0:127];
reg [8:0] addr = 9'b000000000;
reg [8:0] i, j;
initial begin
    INSTR_MEM[0] = 32'hE59F11F8; 
    INSTR_MEM[1] = 32'hE59F21F8; 
    INSTR_MEM[2] = 32'hE59F3200; 
    INSTR_MEM[3] = 32'hE5924000; 
    INSTR_MEM[4] = 32'hE5814000; 
    INSTR_MEM[5] = 32'hE2533001; 
    INSTR_MEM[6] = 32'h1AFFFFFD; 
    INSTR_MEM[7] = 32'hE3530000; 
    INSTR_MEM[8] = 32'h0AFFFFF8; 
    INSTR_MEM[9] = 32'hEAFFFFFE; 
    for(i = 10; i < 128; i = i+1) begin 
        INSTR_MEM[i] = 32'h0; 
    end
    DATA_CONST_MEM[0] = 32'h00000C00; 
    DATA_CONST_MEM[1] = 32'h00000C04; 
    DATA_CONST_MEM[2] = 32'h00000C08; 
    DATA_CONST_MEM[3] = 32'h00000C0C; 
    DATA_CONST_MEM[4] = 32'h00000004; 
    DATA_CONST_MEM[5] = 32'h00000800; 
    DATA_CONST_MEM[6] = 32'hABCD1234; 
    DATA_CONST_MEM[7] = 32'h6C6C6548; 
    DATA_CONST_MEM[8] = 32'h6F57206F; 
    DATA_CONST_MEM[9] = 32'h21646C72; 
    DATA_CONST_MEM[10] = 32'h00212121; 
    for(i = 11; i < 128; i = i+1) begin 
        DATA_CONST_MEM[i] = 32'h0; 
    end
end
always @(posedge clk)
begin
    if(enable == 1)
    begin
        if(addr[8] == 1'b0)  
        begin
            data <= INSTR_MEM[addr[7:1]];
        end
        else  
        begin
            data <= DATA_CONST_MEM[addr[7:1]];
        end
        upper_lower <= addr[0];
        addr <= addr + 1'b1;
    end
end
endmodule

==> run notes <==
yosys + openroad results -> insertion delay to the later sink of the worst-skew pair 0.29 ns, via count normalized by instance count 5.743, Chip Height 71.10 µm, RSZ-0062 raised after global routing false, remaining max-slew budget at the tightest pin 43.72%, fraction of layout instances using a drive strength above 1 13.75%, Setup crit end kind flop, Max Fclk 0.5106 GHz, most numerous logic cell after layout sky130_fd_sc_hd__edfxtp_1, DRC violation count after routing 0, CTS tree done, placed cell count 284, Final HPWL DP 3.051 mm, Netlist cell types 50, final tally of hold violations 0, synthesized area divided by synthesized cell count 11.31 µm², number of max-slew violations in the final report 0, first-iteration detailed-routing DRC count 96, max capacitance violation total 0, final-report setup violation count 0, area figure in the yosys stat output 2387 µm², Core Area 4474 µm², worst path arrival time 1.98 ns, area enclosed by the die boundary 5055 µm², ys flop type sky130_fd_sc_hd__edfxtp_1, wire length of the first global-routing pass 7.817 mm, Hold Crit Class reg2reg, drt total wl 4.638 mm, Antenna diodes 0, overall power consumption 1.447 mW, most used routing layer in global routing met1, met1 Track Usage GR 36.84%, class of the most critical setup path reg2reg, GRT Overall Usage 21.08%, register bit count reported by yosys 41, required time of the critical path 2.92 ns, H-tree depth 2, GRT met3 Usage 4.046%, Clk Tree Root Cell sky130_fd_sc_hd__clkbuf_8, via count of the first global-routing pass 1,522, post-route clock skew 0.007332 ns, Final Cycle Share 67.53%, total number of vias 1,677, I/O pin total 35, effective utilization at floorplan 53.36%, run status finished, final reports clean, startpoint type of the worst setup path flop, pin slew with the least headroom to its limit 0.8378 ns, Gate Count Post-Synth 211, number of cells in Yosys stat 211, area of the mapped netlist 2387 µm², number of cells in the finished layout apart from fillers 292, number of hold buffers added after cts 0, number of buffers inserted during clock tree synthesis 5, power per cell area 514.5 nW/µm², pin count of the biggest net entering global routing 42, # fillers 351, total number of warnings across the stage logs 31, buffers from clock root to sink, at most 2, antenna-violating nets left 0, synth warn 1, synthesis-to-layout area growth 17.77%, portion of the post-synthesis area used by sequential elements 51.57%, placement row count 24, sink count of the clock tree 41, post-cts repair resize count 0, number of buffers added for setup after CTS 0, clock transition at the register clock pins on the worst setup and hold paths after CTS 0.07 ns, biggest fanout along the worst timing path 12, total overflow reported by the global router 0, leakage power 0.9793 nW, width of the die 71.10 µm, dominant logic cell types in the final layout 41 x sky130_fd_sc_hd__edfxtp_1, 33 x sky130_fd_sc_hd__clkdlybuf4s50_1, 23 x sky130_fd_sc_hd__a21oi_1, final RePlAce weighted congestion 0.9203, Pre-Repair DR Iteration Count 20, final design utilization 62.84%, largest voltage drop on the vdd net 284.1 µV, number of antenna violations at the first check in global routing 0, post-synth tally of flip-flops with integrated enable 41, Async SR Flop Fraction 0%, met2 usage in global routing 30.24%, post-DR wirelength/cell 15.88 µm, min cycle time layout 1.958 ns, summed negative setup slack over all endpoints 0 ns, count of input and output buffers 34
per-stage QoR:
stage                     setup WS, ns  hold WS (ns)  area (µm²)
after global placement          0.9719        0.5563        2705
after floorplan                 0.9786        0.5017        2387
final                           0.9417        0.5774        2811
after CTS                       0.9262        0.5870        2811
after global routing            0.7381        0.6384        2811
after detailed placement        0.9403        0.5704        2705
flip-flops by register name, indices dropped and copies added, names as in the netlist:
| register | cells |
|---|---|
| data | 31 |
| addr | 9 |
| upper_lower | 1 |
final timing paths:
kind	cells after the start	to	start	slack, ns
min reg2reg	0	upper_lower$_DFFE_PP_	addr[0]$_DFFE_PP_	0.58
max reg2reg	5	data[16]$_DFFE_PP_	addr[2]$_DFFE_PP_	0.94
min	0	upper_lower$_DFFE_PP_	addr[0]$_DFFE_PP_	0.58
max	5	data[16]$_DFFE_PP_	addr[2]$_DFFE_PP_	0.94
cells by family (layout without fill, tap and decap cells):
family	Yosys count	after routing	share of synthesized area (%)
simple gates	64	64	15.78
xor+xnor	7	7	2.568
fa+ha+maj	8	8	4.088
buf+inv	27	56	6.603
compound gates	60	60	17.61
mux	4	4	1.782
flops	41	41	51.57
critical path, stage by stage, from the launching register on:
cell	delay (ns)
sky130_fd_sc_hd__edfxtp_1	0.56
sky130_fd_sc_hd__inv_1	0.14
sky130_fd_sc_hd__ha_1	0.31
sky130_fd_sc_hd__or2_2	0.36
sky130_fd_sc_hd__a211oi_1	0.24
sky130_fd_sc_hd__a311oi_1	0.07
synth_stat cells, types with 3 or more instances:
| library cell | instances | share of area, % |
|---|---|---|
| sky130_fd_sc_hd__a211oi_1 | 3 | 0.94 |
| sky130_fd_sc_hd__a211oi_2 | 7 | 3.7 |
| sky130_fd_sc_hd__a21oi_1 | 23 | 4.8 |
| sky130_fd_sc_hd__and2_1 | 4 | 1.0 |
| sky130_fd_sc_hd__buf_2 | 9 | 1.9 |
| sky130_fd_sc_hd__buf_4 | 3 | 0.94 |
| sky130_fd_sc_hd__buf_6 | 3 | 1.4 |
| sky130_fd_sc_hd__clkbuf_1 | 3 | 0.47 |
| sky130_fd_sc_hd__edfxtp_1 | 41 | 52 |
| sky130_fd_sc_hd__ha_1 | 7 | 3.7 |
| sky130_fd_sc_hd__inv_1 | 7 | 1.1 |
| sky130_fd_sc_hd__nand2_1 | 9 | 1.4 |
| sky130_fd_sc_hd__nand2b_1 | 9 | 2.4 |
| sky130_fd_sc_hd__nand3_1 | 8 | 1.7 |
| sky130_fd_sc_hd__nand4_1 | 3 | 0.79 |
| sky130_fd_sc_hd__nor2_1 | 9 | 1.4 |
| sky130_fd_sc_hd__nor2b_1 | 4 | 1.0 |
| sky130_fd_sc_hd__o21a_1 | 3 | 0.94 |
| sky130_fd_sc_hd__o21ai_0 | 10 | 2.1 |
| sky130_fd_sc_hd__or2_2 | 3 | 0.79 |
| sky130_fd_sc_hd__xnor2_1 | 5 | 1.8 |
report_power, final:
part / total [mW] / internal [mW] / switching (mW)
Combinational: 0.285 / 0.126 / 0.160
Clock: 0.436 / 0.254 / 0.182
Sequential: 0.725 / 0.693 / 0.0324
Total: 1.45 / 1.07 / 0.374
area by class of cell:
type | count | area (µm²) | share of cell area [%]
inverters | 8 | 30.03 | 1.068
clock buffers | 6 | 72.57 | 2.581
repair buffers | 40 | 380.4 | 13.53
clock inverters | 2 | 33.78 | 1.202
flip-flops and latches | 41 | 1231 | 43.79
well taps | 52 | 65.06 | 2.314
multi-input cells | 143 | 998.5 | 35.51
routing by layer:
| metal | wire length, µm | up-vias |
|---|---|---|
| met1 | 2191 | 786 |
| li1 | - | 833 |
| met2 | 2139 | 49 |
| met3 | 215 | 9 |
| met4 | 92 | 0 |
| met5 | 0 | - |
Power figures rest on the tool's default switching activity, not on a simulated workload.
